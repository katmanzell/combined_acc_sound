**run.sh**
```bash
#!/bin/bash
# OpenROAD 26Q1-2900-gdf79404cd8, Yosys 0.63+post, stock flow scripts
make -C /OpenROAD-flow-scripts/flow DESIGN_CONFIG=/design/flow/config.mk WORK_HOME=/design/flow/orfs finish
```
**design.v**
```verilog
module Accelerometer_Reader (
	clk,
	scl,
	sda,
	rst_n,
	X_Accel,
	Y_Accel,
	Z_Accel
	);
input clk, rst_n;  
output scl;
inout sda;
reg [7: 0] ACC_XH_READ;  
reg [7: 0] ACC_XL_READ;  
reg [7: 0] ACC_YH_READ;  
reg [7: 0] ACC_YL_READ;  
reg [7: 0] ACC_ZH_READ;  
reg [7: 0] ACC_ZL_READ ;  
reg [7: 0] GYRO_XH_READ;  
reg [7: 0] GYRO_XL_READ;  
reg [7: 0] GYRO_YH_READ;  
reg [7: 0] GYRO_YL_READ;  
reg [7: 0] GYRO_ZH_READ;  
reg [7: 0] GYRO_ZL_READ;  
output reg signed[15:0] X_Accel;
output reg signed[15:0] Y_Accel;
output reg signed[15:0] Z_Accel;
reg signed [15:0] X_Acc;
reg signed [15:0] Y_Acc;
reg signed [15:0] Z_Acc;
reg signed [15:0] X_Gy;
reg signed [15:0] Y_Gy;
reg signed [15:0] Z_Gy;  
reg [2: 0] cnt;  
reg [8: 0] cnt_sum;  
reg scl_r;  
reg [19: 0] cnt_10ms;
always @(posedge clk or negedge rst_n) begin
	if (~rst_n) begin
		X_Acc = 16'b0;
		Y_Acc = 16'b0;
		Z_Acc = 16'b0;
		X_Gy = 16'b0;
		Y_Gy = 16'b0;
		Z_Gy = 16'b0;	
	end
	else begin
		X_Acc = {ACC_XH_READ,ACC_XL_READ};
		Y_Acc = {ACC_YH_READ,ACC_YL_READ};
		Z_Acc = {ACC_ZH_READ,ACC_ZL_READ};
		X_Gy = {GYRO_XH_READ,GYRO_XL_READ};
		Y_Gy = {GYRO_YH_READ,GYRO_YL_READ};
		Z_Gy = {GYRO_ZH_READ,GYRO_ZL_READ};
	end
end
always @ (posedge clk or negedge rst_n)
begin
	if (! rst_n) 
		cnt_10ms <= 20'd0;
	else
	cnt_10ms <= cnt_10ms + 1'b1;
end
always @ (posedge clk or negedge rst_n)
begin
	if (! rst_n) 
		cnt_sum <= 0;
	else if (cnt_sum == 9'd499)
		cnt_sum <= 0;
	else
	cnt_sum <= cnt_sum + 1'b1;
end
always @ (posedge clk or negedge rst_n)
begin
	if (! rst_n)
		cnt <= 3'd5;
	else 
	begin
		case (cnt_sum)
			9'd124: cnt <= 3'd1;  
			9'd249: cnt <= 3'd2;  
			9'd374: cnt <= 3'd3;  
			9'd499 : cnt <= 3'd0;  
			default: cnt <= 3'd5;
		endcase
	end
end
always @ (posedge clk or negedge rst_n)
begin
	if (! rst_n)
		scl_r <= 1'b0;
	else if (cnt == 3'd0)
		scl_r <= 1'b1;
	else if (cnt == 3'd2)
		scl_r <= 1'b0;
end
assign scl = scl_r;  
parameter IDLE = 4'd0;
parameter START1 = 4'd1; 
parameter ADD1 = 4'd2;
parameter ACK1 = 4'd3;
parameter ADD2 = 4'd4;
parameter ACK2 = 4'd5;
parameter START2 = 4'd6;
parameter ADD3 = 4'd7;
parameter ACK3 = 4'd8;
parameter DATA = 4'd9;
parameter ACK4 = 4'd10;
parameter STOP1 = 4'd11;
parameter STOP2 = 4'd12;
parameter ADD_EXT = 4'd13;
parameter ACK_EXT = 4'd14;
reg [3: 0] state;  
reg sda_r;  
reg sda_link;  
reg [3: 0] num;
reg [7: 0] db_r;
reg [4: 0] times;  
always @ (posedge clk or negedge rst_n)
begin
	if (! rst_n)
	begin
		state <= IDLE;
		sda_r <= 1'b1;  
		sda_link <= 1'b0;  
		num <= 4'd0; 
		ACC_XH_READ <= 8'h00;
		ACC_XL_READ <= 8'h00;
		ACC_YH_READ <= 8'h00;
		ACC_YL_READ <= 8'h00;
		ACC_ZH_READ <= 8'h00;
		ACC_ZL_READ <= 8'h00;
		GYRO_XH_READ <= 8'h00;
		GYRO_XL_READ <= 8'h00;
		GYRO_YH_READ <= 8'h00;
		GYRO_YL_READ <= 8'h00;
		GYRO_ZH_READ <= 8'h00;
		GYRO_ZL_READ <= 8'h00;
		times <= 5'b0;
	end
	else
	case (state)
		IDLE: begin
			times <= times + 1'b1;
			sda_link <= 1'b1;  
			sda_r <= 1'b1;  
			db_r <= 8'hD0;  
			state = START1;
		end
	    START1: begin  
	    	if ((cnt == 3'd1))
				begin 
					num <= 4'd0;
					sda_link <= 1'b1;  
					sda_r <= 1'b0;  
					state <= ADD1;
				end
			else
			state <= START1;
		end
		ADD1: begin  
		if ((cnt == 3'd3))  
			if (num == 4'd8)  
				begin		
					sda_r <= 1'b1;
					sda_link <= 1'b0;  
					state <= ACK1;
					num <= 4'd0;  
				end
			else
			begin
				state <= ADD1;
				num <= num + 1'b1;
				sda_r <= db_r [4'd7-num];  
			end
			else
			state <= ADD1;
		end
		ACK1: begin  
			if ((cnt == 3'd2))
			begin
				state <= ADD2;
			case (times)  
				5'd1: db_r <= 8'h6B;
				5'd2: db_r <= 8'h19;
				5'd3: db_r <= 8'h1A;
				5'd4: db_r <= 8'h1B;
				5'd5: db_r <= 8'h1C;
				5'd6: db_r <= 8'h3B;
				5'd7: db_r <= 8'h3C;
				5'd8: db_r <= 8'h3D;
				5'd9: db_r <= 8'h3E;
				5'd10: db_r <= 8'h3F;
				5'd11: db_r <= 8'h40;
				5'd12: db_r <= 8'h43;
				5'd13: db_r <= 8'h44;
				5'd14: db_r <= 8'h45;
				5'd15: db_r <= 8'h46;
				5'd16: db_r <= 8'h47;
				5'd17: db_r <= 8'h48;
				default: begin
					db_r <= 8'h6B;
					times <= 5'd1;
				end
			endcase
		end
		else
			state <= ACK1;  
		end
		ADD2: begin
		if ((cnt == 3'd3))  
		begin
			if (num == 4'd8)
			begin
				num <= 4'd0;
				sda_r <= 1'b1;
				sda_link <= 1'b0;
				state <= ACK2;
			end
			else
			begin
				sda_link <= 1'b1;
				state <= ADD2;
				num <= num + 1'b1;
				sda_r <= db_r [4'd7-num];  
			end
		end
			else
			state <= ADD2;
		end
		ACK2: begin  
			if ((cnt == 3'd2))
			begin
			case (times)  
				3'd1: db_r <= 8'h00;
				3'd2: db_r <= 8'h07;
				3'd3: db_r <= 8'h06;
				3'd4: db_r <= 8'h18;
				3'd5: db_r <= 8'h01;
				3'd6: db_r <= 8'hD1;
				default: db_r <= 8'hD1;
			endcase
			if (times >= 5'd6)
				state <= START2;
			else
			state <= ADD_EXT;
		end
		else
				state <= ACK2;  
		end
 		ADD_EXT: begin  
 			if ((cnt == 3'd3))
 			begin
 				if (num == 4'd8)
 				begin
 					num <= 4'd0;
 					sda_r <= 1'b1;
					sda_link <= 1'b0;  
					state <= ACK_EXT;
				end
				else
				begin
					sda_link <= 1'b1;
					state <= ADD_EXT;
					num <= num + 1'b1;
					sda_r <= db_r [4'd7-num];  
				end
			end
			else
			state <= ADD_EXT;
		end
		ACK_EXT: begin
			if ((cnt == 3'd2))
			begin
				sda_r <= 1'b1;  
				state <= STOP1;
			end
			else
				state <= ACK_EXT;  
			end
			START2: begin
			if ((cnt == 3'd3))  
			begin
				sda_link <= 1'b1;  
				sda_r <= 1'b1;  
				state <= START2;
			end
			else if ((cnt == 3'd1))  
			begin
				sda_r <= 1'b0;  
				state <= ADD3;
			end
			else 
				state <= START2;
		end
		ADD3: begin
		if ((cnt == 3'd3))  
		begin
			if (num == 4'd8)
			begin
				num <= 4'd0;
				sda_r <= 1'b1;  
				sda_link <= 1'b0;  
				state <= ACK3;
			end
			else
			begin
				num <= num + 1'b1;
				sda_r <= db_r [4'd7-num];  
				state <= ADD3;
			end
		end
		else 
			state <= ADD3;
		end
		ACK3: begin
		if ((cnt == 3'd2))
		begin
			state <= DATA;
			sda_link <= 1'b0;  
		end
		else
			state <= ACK3;  
		end
		DATA: begin
			if (num <= 4'd7)
			begin
				state <= DATA;
				if ((cnt == 3'd1))
				begin
					num <= num + 1'b1;
					case (times)
						5'd6: ACC_XH_READ [4'd7-num] <= sda;
						5'd7: ACC_XL_READ [4'd7-num] <= sda;
						5'd8: ACC_YH_READ [4'd7-num] <= sda;
						5'd9: ACC_YL_READ [4'd7-num] <= sda;
						5'd10: ACC_ZH_READ [4'd7-num] <= sda;
						5'd11: ACC_ZL_READ [4'd7-num] <= sda;
						5'd12: GYRO_XH_READ [4'd7-num] <= sda;
						5'd13: GYRO_XL_READ [4'd7-num] <= sda;
						5'd14: GYRO_YH_READ [4'd7-num] <= sda;
						5'd15: GYRO_YL_READ [4'd7-num] <= sda;
						5'd16: GYRO_ZH_READ [4'd7-num] <= sda;
						5'd17: GYRO_ZL_READ [4'd7-num] <= sda;
					default:;  
				endcase
			end
		end
		else if (((cnt == 3'd3)) && (num == 4'd8))
		begin
			sda_link <= 1'b1;  
			num <= 4'd0;  
			state <= ACK4;
		end
		else
			state <= DATA;
		end
		ACK4: begin
		if (times == 5'd17)
			times <= 5'd0;
		if ((cnt == 3'd2))
		begin
			sda_r <= 1'b1;  
			state <= STOP1;
		end
		else
			state <= ACK4;  
		end
		STOP1: begin
		if ((cnt == 3'd3))  
		begin
			sda_link <= 1'b1;  
			sda_r <= 1'b0;  
			state <= STOP1;
		end
		else if ((cnt == 3'd1))  
		begin
			sda_r <= 1'b1;  
			state <= STOP2;
		end
		else
			state <= STOP1;
		end
		STOP2: begin
		if ((cnt == 3'd3))
			sda_r <= 1'b1;
		else if (cnt_10ms == 20'hffff0) begin 
			state <= IDLE;
			X_Accel <= X_Acc;
			Y_Accel <= Y_Acc;
			Z_Accel <= Z_Acc;
		end
		else begin
			state <= STOP2;
		end
	end
	default: state <= IDLE;
	endcase
end
assign sda = sda_link ? sda_r: 1'bz;
endmodule 
```
**constraint.sdc**
```tcl
current_design Accelerometer_Reader

set clk_period 6.0
set clk_io_pct 0.2

create_clock -name clk0 -period $clk_period [get_ports {clk}]

set non_clock_inputs [all_inputs -no_clocks]
set_input_delay [expr $clk_period * $clk_io_pct] -clock clk0 $non_clock_inputs
set_output_delay [expr $clk_period * $clk_io_pct] -clock clk0 [all_outputs]
```
**config.mk**
```make
export PLATFORM = sky130hd
export DESIGN_NAME = Accelerometer_Reader
export DESIGN_NICKNAME = Accelerometer_Reader
export VERILOG_FILES = /design/flow/design.v
export SDC_FILE = /design/flow/constraint.sdc
export NUM_CORES = 4
export LEC_CHECK = 1
export CORE_UTILIZATION = 50
```
==> results_slide.txt <==
Key Metrics from the Run

Synthesis
  • Xor/xnor share: about 2.8%
  • Compound-Gate Fraction of Synth Area: ~12%
  • Syn Inst Count: 678
  • Top cells by area: dfrtp_1 46%, edfxtp_1 20%, nand2_1 3.0%, o21ai_1 2.9%, ha_1 2.2%
  • Flip-flops with a built-in enable: approximately 56
  • Mux cell area share: approximately 1.5%
  • Unique cell types: between 60 and 70
  • Cell taking the most area after synthesis: dfrtp_1
  • Sequential share of the synthesized area: between 60% and 70%
  • Adder Area Share: roughly 2.2%
  • Syn Area/Cell: ~12 µm²
  • YS chip area: between 8000 and 9000 µm²
  • Top cell type's share of synthesized area: a little under half
  • Area fraction in and, or, nand and nor cells: between 10% and 20%
  • Number of synthesis warnings: 2
  • Top FF cell, synth: dfrtp_1
  • Post-synth regs: about 210
  • Asr flop ratio synth: 73.5%
  • Post-synthesis cell area: around 8400 µm²
  • Top logic family: simple AND/OR/NAND/NOR gates
  • # Cells Yosys: 678

Die
  • Die Wd: ~130 µm
  • Rows: 47
  • Fp util: between 50% and 60%
  • Die height: 132 µm
  • Boundary Pins: ~52

Status
  • Log Error: [error] [KeplerFormal.cpp:679] Workflow failed: Iso has multiple drivers: .sda0, sda$_DFFE_PN1P_.Q0
  • Exit stage: clock tree synthesis
  • Status: stopped before the end

Clocking
  • Root Buffer: clkbuf_16
  • CTS Buf Count: 22
  • Post-CTS Resized: 0
  • Htree depth: 1
  • Hold buffers post-CTS: 0
  • Total setup buffers inserted after CTS: 0
  • CTS max path bufs: 3
  • CTS Sinks: 211

Place
  • Placed Cells: approximately 930
  • Detailed Place HPWL: 9770 µm
  • IO buf count: 50
  • Gpl congestion: about 0.86
==> through the flow <==
stage                     setup WS, ns  area (µm²)
after floorplan                   3.04        8410
after global placement            3.35        9100
after detailed placement          3.32        9100
==> synthesized netlist by cell type, drive strengths merged, types with 2 or more instances <==
master,n
dfrtp,153
nand2,68
o21ai,68
edfxtp,56
nor2,34
inv,25
nand3,24
o31ai,20
xnor2,17
clkbuf,16
o2bb2ai,16
a21oi,15
ha,15
buf,12
a22o,11
nand4,10
xor2,10
nor2b,9
nor3,9
and2,7
nand2b,7
or3,7
nor4,6
and3,5
a21o,4
a32oi,4
mux2,4
mux2i,4
nand3b,4
and4,3
a21boi,2
a22oi,2
and3b,2
dfstp,2
mux4,2
nand4b,2
nor3b,2
o21a,2
o22ai,2
or2,2
or4,2
==> cells by family after synthesis <==
logic type,Yosys count
flops,211
simple gates,206
compound gates,156
buf+inv,53
xor+xnor,27
fa+ha+maj,15
mux,10
